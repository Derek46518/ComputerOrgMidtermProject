==> flow/design.v <==
`timescale 1ns/1ns
module MUX( ALUOut, HiOut, LoOut, Shifter, Signal, dataOut );
input [31:0] ALUOut ;
input [31:0] HiOut ;
input [31:0] LoOut ;
input [31:0] Shifter ;
input [5:0] Signal ;
output [31:0] dataOut ;
reg [31:0] temp ;
parameter AND = 6'b100100;  
parameter OR  = 6'b100101;  
parameter ADD = 6'b100000;  
parameter SUB = 6'b100010;  
parameter SLT = 6'b101010;  
parameter SRL = 6'b000010;  
parameter MFHI = 6'b010000;  
parameter MFLO = 6'b010010; 
assign dataOut = (Signal[5]) ?  ALUOut : ((Signal[4]) ? (Signal[1]) ? LoOut : HiOut : Shifter);
endmodule
==> flow/run.sh <==
#!/bin/bash
# OpenROAD 26Q1-2900-gdf79404cd8, Yosys 0.63+post, stock flow scripts
make -C /OpenROAD-flow-scripts/flow DESIGN_CONFIG=/design/flow/config.mk WORK_HOME=/design/flow/orfs finish
==> flow/config.mk <==
export PLATFORM = sky130hd
export DESIGN_NAME = MUX
export DESIGN_NICKNAME = MUX
export VERILOG_FILES = /design/flow/design.v
export SDC_FILE = /design/flow/constraint.sdc
export NUM_CORES = 4
export LEC_CHECK = 1
export CORE_AREA = 10 10 96 96
export DIE_AREA = 0 0 106 106
==> flow/constraint.sdc <==
current_design MUX

set clk_period 2.7
set clk_io_pct 0.2

create_clock -name clk0 -period $clk_period

set non_clock_inputs [all_inputs -no_clocks]
set_input_delay [expr $clk_period * $clk_io_pct] -clock clk0 $non_clock_inputs
set_output_delay [expr $clk_period * $clk_io_pct] -clock clk0 [all_outputs]
==> qor.csv <==
stage,metric,value,unit
cells_and_area,most instantiated logic cells after routing,"clkdlybuf4s50_1, mux2i_1, nand2_1",
critical_path,crit path max fanout,16,
synthesis,chip area in the Yosys report,1150,um^2
job,number of logged tool warnings,35,
power_and_ir_drop,maximum VDD drop,0.0000774,V
detailed_routing,Starting DRT DRC Count,27,
synthesis,MUX share of area,0.278,
grt,first-pass GRT wire length,9270,um
floorplanning,Rows,31,
power_and_ir_drop,Pleak,0.00127,uW
synthesis,XORs/XNORs by Area,0,
cells_and_area,Finished Cell Area,2960,um^2
floorplanning,core area,7210,um^2
power_and_ir_drop,"Power, Total",454,uW
floorplanning,Die Ht,106,um
grt,pin count of the biggest net entering global routing,18,
critical_path,crit path DRT,2.16,ns
place,gp weighted congestion,0.825,
cells_and_area,Area Growth Syn to Fin,157,%
place,post-place setup slack,-0.0398,ns
hold_path,Worst Hold Class,input pin to primary output,
timing,pins over their slew limit,0,
timing,Slew @ Worst Pin,0.217,ns
synthesis,Yosys top cell area share,0.391,
synthesis,Post-Syn Instances,145,
critical_path,crit end category,primary output,
synthesis,"FA/HA/MAJ Cells, Area Fraction",0,
timing,Fmax achieved,0.380,GHz
clocking,Post-CTS Hold Buffers,0,
place,DP Area,2950,um^2
cells_and_area,sequential cell area,0,um^2
critical_path,slowest cell on the critical path,clkdlybuf4s50_1,
critical_path,"Critical Path, Cell by Cell","clkdlybuf4s50_1, or2_4, buf_12, o221ai_2, clkdlybuf4s50_1",
detailed_routing,First-pass DRT Iterations,4,
detailed_routing,vias,1628,
timing,RSZ-0062 raised after global routing,no,
cells_and_area,Layout Utilization,0.410,
place,hpwl dp,5570,um
cells_and_area,most common logic cell in the routed design,clkdlybuf4s50_1,
synthesis,synthesized area,1150,um^2
critical_path,Setup crit start kind,input pin,
timing,final worst path period need,2.63,ns
outcome,status,finished clean,
grt,initial antenna violation count,0,
floorplanning,die area,11200,um^2
critical_path,CP dominant cell by count,clkdlybuf4s50_1,
synthesis,Cell variety after synth,13,
detailed_routing,Post-Route WL,6370,um
timing,Max transition margin,0.851,
detailed_routing,DRT antenna net count,0,
timing,hold_ws,1.74,ns
critical_path,Worst EP arrival,2.09,ns
synthesis,area fraction in compound gates,0.405,
floorplanning,pre-placement core utilization,0.160,
floorplanning,Ports,166,
cells_and_area,layout cells sized above 1,0.142,
synthesis,simple share,0.123,
critical_path,crit path kind,input pin to primary output,
timing,count of final setup violators,0,
timing,Setup WS post-layout,0.0671,ns
synthesis,Top cells by area,"o221ai_2, mux2i_1, nand2_1",
detailed_routing,# DRC,0,
power_and_ir_drop,Power Dens Cells,153,nW/um^2
detailed_routing,Via density,4.05,
detailed_routing,DR WL/cell,15.9,um
critical_path,WP buf/inv,3,
synthesis,Yosys Instances,145,
timing,Final period util,0.975,
synthesis,YS warnings,0,
grt,number of global-route vias before repair,1751,
synthesis,Synth logic family,AND-OR/OR-AND gates,
cells_and_area,# fillers,723,
synthesis,sequential-to-total area share from yosys stat,0,
synthesis,syn_area_per_cell,7.95,um^2
grt,gr usage total,0.102,
detailed_routing,Antenna diodes,0,
timing,final hold vios,0,
critical_path,CP top delay family,buffers and inverters,
job,max-cap viol count,0,
grt,GR Overflow Total,0,
cells_and_area,CLK BUF,0,
synthesis,cell taking the most area after synthesis,o221ai_2,
critical_path,crit-path max cell delay,0.51,ns
floorplanning,Die X,106,um
cells_and_area,Flop Count,0,
place,PortBufs,163,
[kinds of logic after synthesis]
kind of cell           after synthesis
AOI/OAI and AO/OA                   32
buffers and inverters               46
muxes                               32
and+or+nand+nor                     35
[tightest hold or removal path: cells and delay by family]
| family | cells | cell delay [ns] |
|---|---|---|
| buffers and inverters | 2 | 0.55 |
| AND/OR/NAND/NOR | 1 | 0.06 |
| AND-OR/OR-AND | 1 | 0.05 |
[worst paths after layout]
| path | from | to | slack [ns] | depth (start not counted) |
|---|---|---|---|---|
| max | Signal[5] | dataOut[4] | 0.07 | 5 |
| min | ALUOut[30] | dataOut[30] | 1.74 | 4 |
[stage by stage]
step,cells,TNS (ns)
floorplan,145,0
global placement,402,-0.395
detailed placement,402,-0.533
CTS,402,0
global route,402,0
finish,402,0
[synthesized netlist by cell type, drive strengths merged]
library cell  instances
or3b                  1
o221ai               31
mux2i                32
buf                  12
inv                  31
nand2b                1
o211ai                1
or2                   1
clkbuf                3
nand2                32
[what timing repair did]
action / in CTS / in global routing
gates resized: 1 / 4
cloned: 0 / 0
pin swaps: 0 / 1
setup buffers: 0 / 0
setup endpoints to repair: 31 / 15
[per-layer routing]
layer	vias up	GRT usage	routed length [um]
li1	837	-	-
met5	-	0	0
met4	0	0	0
met3	0	0.0349	583
met1	712	0.117	2440
met2	79	0.189	3350
[power breakdown]
part / leakage (uW) / switching (uW) / internal (uW)
sequential: 0 / 0 / 0
combinational: 0.00127 / 132 / 322
clock: 0 / 0 / 0
[layout make-up]
cell class         instances  area [um^2]  share of cell area
repair buffers           173         1790               0.604
multi-input cells         99          933               0.315
well taps                 99          124              0.0418
inverters                 31          116              0.0393
No activity file was given, so power comes from the tool's default toggle rates.
