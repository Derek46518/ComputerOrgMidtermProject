<file path="run.sh">
#!/bin/bash
# OpenROAD 26Q1-2900-gdf79404cd8, Yosys 0.63+post, stock flow scripts
make -C /OpenROAD-flow-scripts/flow DESIGN_CONFIG=/design/flow/config.mk WORK_HOME=/design/flow/orfs finish
</file>
<file path="design.v">
`timescale 1ns/1ns
module ALU( dataA, dataB, Signal, dataOut, reset );
input reset ;
input [31:0] dataA ;
input [31:0] dataB ;
input [5:0] Signal ;
output [31:0] dataOut ;
wire cin;
wire [31:0] cout;
parameter AND = 6'b100100;
parameter OR  = 6'b100101;
parameter ADD = 6'b100000;
parameter SUB = 6'b100010;
parameter SLT = 6'b101010;
reg [31:0] temp ;
assign cin = (Signal[1]) ? 1:0;
assign binvert = (Signal[1]) ? 1:0;
ALUbit alu0(.dataA(dataA[0]), .dataB(dataB[0]), .binvert(binvert), .cin(cin), .less(set), .Signal(Signal), .dataOut(dataOut[0]), .set(), .cout(cout[0]));
ALUbit alu1(.dataA(dataA[1]), .dataB(dataB[1]), .binvert(binvert), .cin(cout[0]), .less(1'b0), .Signal(Signal), .dataOut(dataOut[1]), .set(), .cout(cout[1]));
ALUbit alu2(.dataA(dataA[2]), .dataB(dataB[2]), .binvert(binvert), .cin(cout[1]), .less(1'b0), .Signal(Signal), .dataOut(dataOut[2]), .set(), .cout(cout[2]));
ALUbit alu3(.dataA(dataA[3]), .dataB(dataB[3]), .binvert(binvert), .cin(cout[2]), .less(1'b0), .Signal(Signal), .dataOut(dataOut[3]), .set(), .cout(cout[3]));
ALUbit alu4(.dataA(dataA[4]), .dataB(dataB[4]), .binvert(binvert), .cin(cout[3]), .less(1'b0), .Signal(Signal), .dataOut(dataOut[4]), .set(), .cout(cout[4]));
ALUbit alu5(.dataA(dataA[5]), .dataB(dataB[5]), .binvert(binvert), .cin(cout[4]), .less(1'b0), .Signal(Signal), .dataOut(dataOut[5]), .set(), .cout(cout[5]));
ALUbit alu6(.dataA(dataA[6]), .dataB(dataB[6]), .binvert(binvert), .cin(cout[5]), .less(1'b0), .Signal(Signal), .dataOut(dataOut[6]), .set(), .cout(cout[6]));
ALUbit alu7(.dataA(dataA[7]), .dataB(dataB[7]), .binvert(binvert), .cin(cout[6]), .less(1'b0), .Signal(Signal), .dataOut(dataOut[7]), .set(), .cout(cout[7]));
ALUbit alu8(.dataA(dataA[8]), .dataB(dataB[8]), .binvert(binvert), .cin(cout[7]), .less(1'b0), .Signal(Signal), .dataOut(dataOut[8]), .set(), .cout(cout[8]));
ALUbit alu9(.dataA(dataA[9]), .dataB(dataB[9]), .binvert(binvert), .cin(cout[8]), .less(1'b0), .Signal(Signal), .dataOut(dataOut[9]), .set(), .cout(cout[9]));
ALUbit alu10(.dataA(dataA[10]), .dataB(dataB[10]), .binvert(binvert), .cin(cout[9]), .less(1'b0), .Signal(Signal), .dataOut(dataOut[10]), .set(), .cout(cout[10]));
ALUbit alu11(.dataA(dataA[11]), .dataB(dataB[11]), .binvert(binvert), .cin(cout[10]), .less(1'b0), .Signal(Signal), .dataOut(dataOut[11]), .set(), .cout(cout[11]));
ALUbit alu12(.dataA(dataA[12]), .dataB(dataB[12]), .binvert(binvert), .cin(cout[11]), .less(1'b0), .Signal(Signal), .dataOut(dataOut[12]), .set(), .cout(cout[12]));
ALUbit alu13(.dataA(dataA[13]), .dataB(dataB[13]), .binvert(binvert), .cin(cout[12]), .less(1'b0), .Signal(Signal), .dataOut(dataOut[13]), .set(), .cout(cout[13]));
ALUbit alu14(.dataA(dataA[14]), .dataB(dataB[14]), .binvert(binvert), .cin(cout[13]), .less(1'b0), .Signal(Signal), .dataOut(dataOut[14]), .set(), .cout(cout[14]));
ALUbit alu15(.dataA(dataA[15]), .dataB(dataB[15]), .binvert(binvert), .cin(cout[14]), .less(1'b0), .Signal(Signal), .dataOut(dataOut[15]), .set(), .cout(cout[15]));
ALUbit alu16(.dataA(dataA[16]), .dataB(dataB[16]), .binvert(binvert), .cin(cout[15]), .less(1'b0), .Signal(Signal), .dataOut(dataOut[16]), .set(), .cout(cout[16]));
ALUbit alu17(.dataA(dataA[17]), .dataB(dataB[17]), .binvert(binvert), .cin(cout[16]), .less(1'b0), .Signal(Signal), .dataOut(dataOut[17]), .set(), .cout(cout[17]));
ALUbit alu18(.dataA(dataA[18]), .dataB(dataB[18]), .binvert(binvert), .cin(cout[17]), .less(1'b0), .Signal(Signal), .dataOut(dataOut[18]), .set(), .cout(cout[18]));
ALUbit alu19(.dataA(dataA[19]), .dataB(dataB[19]), .binvert(binvert), .cin(cout[18]), .less(1'b0), .Signal(Signal), .dataOut(dataOut[19]), .set(), .cout(cout[19]));
ALUbit alu20(.dataA(dataA[20]), .dataB(dataB[20]), .binvert(binvert), .cin(cout[19]), .less(1'b0), .Signal(Signal), .dataOut(dataOut[20]), .set(), .cout(cout[20]));
ALUbit alu21(.dataA(dataA[21]), .dataB(dataB[21]), .binvert(binvert), .cin(cout[20]), .less(1'b0), .Signal(Signal), .dataOut(dataOut[21]), .set(), .cout(cout[21]));
ALUbit alu22(.dataA(dataA[22]), .dataB(dataB[22]), .binvert(binvert), .cin(cout[21]), .less(1'b0), .Signal(Signal), .dataOut(dataOut[22]), .set(), .cout(cout[22]));
ALUbit alu23(.dataA(dataA[23]), .dataB(dataB[23]), .binvert(binvert), .cin(cout[22]), .less(1'b0), .Signal(Signal), .dataOut(dataOut[23]), .set(), .cout(cout[23]));
ALUbit alu24(.dataA(dataA[24]), .dataB(dataB[24]), .binvert(binvert), .cin(cout[23]), .less(1'b0), .Signal(Signal), .dataOut(dataOut[24]), .set(), .cout(cout[24]));
ALUbit alu25(.dataA(dataA[25]), .dataB(dataB[25]), .binvert(binvert), .cin(cout[24]), .less(1'b0), .Signal(Signal), .dataOut(dataOut[25]), .set(), .cout(cout[25]));
ALUbit alu26(.dataA(dataA[26]), .dataB(dataB[26]), .binvert(binvert), .cin(cout[25]), .less(1'b0), .Signal(Signal), .dataOut(dataOut[26]), .set(), .cout(cout[26]));
ALUbit alu27(.dataA(dataA[27]), .dataB(dataB[27]), .binvert(binvert), .cin(cout[26]), .less(1'b0), .Signal(Signal), .dataOut(dataOut[27]), .set(), .cout(cout[27]));
ALUbit alu28(.dataA(dataA[28]), .dataB(dataB[28]), .binvert(binvert), .cin(cout[27]), .less(1'b0), .Signal(Signal), .dataOut(dataOut[28]), .set(), .cout(cout[28]));
ALUbit alu29(.dataA(dataA[29]), .dataB(dataB[29]), .binvert(binvert), .cin(cout[28]), .less(1'b0), .Signal(Signal), .dataOut(dataOut[29]), .set(), .cout(cout[29]));
ALUbit alu30(.dataA(dataA[30]), .dataB(dataB[30]), .binvert(binvert), .cin(cout[29]), .less(1'b0), .Signal(Signal), .dataOut(dataOut[30]), .set(), .cout(cout[30]));
ALUbit alu31(.dataA(dataA[31]), .dataB(dataB[31]), .binvert(binvert), .cin(cout[30]), .less(1'b0), .Signal(Signal), .dataOut(dataOut[31]), .set(set), .cout(cout[31]));
endmodule
`timescale 1ns/1ns
module ALUbit( dataA, dataB, binvert, cin, less, Signal, dataOut, set, cout );
    input dataA, dataB, binvert, cin, less;
    input [5:0] Signal;
    output dataOut, set, cout;
    wire cin;
    wire andOut, orOut, xorOut;
    and(andOut, dataA, dataB);
    or(orOut, dataA, dataB);
    xor(xorOut, binvert, dataB);
    ONEBIT_FA fa(.A(dataA), .B(xorOut), .cin(cin), .sum(set), .out(cout));
    MUX4to1 mux( .sel(Signal), .andOut(andOut), .orOut(orOut), .FA(set), .SLT(less), .out(dataOut));
endmodule
`timescale 1ns/1ns
module  MUX4to1(sel,andOut,orOut,FA,SLT,out);
input andOut,orOut,FA,SLT;
input [5:0] sel;
output out;
wire temp;
assign temp = (sel[2]) ? ((sel[0]) ? orOut:andOut) : ((sel[3]) ? SLT:FA);
assign out = temp;
endmodule
`timescale 1ns/1ns
module ONEBIT_FA(A,B,cin,sum,out);
input A,B,cin;
output sum,out;
wire wire1,wire2,wire3,wire4;
xor(wire1,A,B);
xor(sum,cin,wire1);
or(wire2,A,B);
and(wire3,wire2,cin);
and(wire4,A,B);
or(out,wire3,wire4);
endmodule
</file>
<file path="config.mk">
export PLATFORM = sky130hd
export DESIGN_NAME = ALU
export DESIGN_NICKNAME = ALU
export VERILOG_FILES = /design/flow/design.v
export SDC_FILE = /design/flow/constraint.sdc
export NUM_CORES = 4
export LEC_CHECK = 1
export CORE_UTILIZATION = 50
</file>
<file path="constraint.sdc">
current_design ALU

set clk_period 12.4
set clk_io_pct 0.2

create_clock -name clk0 -period $clk_period

set non_clock_inputs [all_inputs -no_clocks]
set_input_delay [expr $clk_period * $clk_io_pct] -clock clk0 $non_clock_inputs
set_output_delay [expr $clk_period * $clk_io_pct] -clock clk0 [all_outputs]
</file>
==> results.cfg <==
; physical design summary
[floorplan]
die_y_um = 64.7
die_area_um2 = 4190
fp_util = 0.530
fp.dieW_um = 64.7
ios = 103
rows = 22
core_um2 = 3720

[layout]
final_area_um2 = 2860
ff_count = 0
seqCellArea_um2 = 0
clock_buffers = 0
area_delta_synth_final_pct = 45.4
nFillCells = 268
drive_gt1_frac = 0.290

[sta]
slew_viol_final = 0
setup_violations = 15
hold_viol_final = 0
rsz0062_at_grt = true
tns_ns = -42.38
fin_crit_ns = 17.18
finalClockPeriodUsage = 1.39
tightestPinTransition_ns = 0.825
worst_slack_ns = -4.78
clock.fmax_mhz = 58.2
slew_headroom = 0.448

[grt]
grt_pass1_vias = 1779
grt_use_met1 = 0.388
track_usage = 0.243
grt_start_max_net_pins = 34
grt_overflow = 0
use_met3 = 0.0286
busiest_layer = met2
grt_pass1_wl_mm = 7.85
grt_antenna_before_repair = 0
grt_use_met2 = 0.395

[placement]
io_buffers = 100
gp_routability_congestion = 0.857
post-place-ws_ns = -5.39
post-dp-hpwl_mm = 3.46
placed_area_um2 = 2880

[critical_path]
crit_required_ns = 9.92
cp-start-kind = primary input
worstPathArrival_ns = 14.70
crit_slowest_cell = fa_2
cp-end-kind = output port
cp_slowest_stage_delay_ns = 0.41
cp_max_fo = 2
cp_common_cell = fa_2
criticalPathCategory = primary input to output port

[synthesis]
ys_area_um2 = 1970
ys_warn_count = 2
yosysCellCount = 219
area_leaders = fa_1 (31%), xor2_1 (12%), buf_4 (12%)
largest_area_cell = fa_1
synth_cell_types = 24
ys_seq_frac = 0
top_cells_by_count = buf_4 (32), fa_1 (30), xor2_1 (28)
yosysMostFrequentCell = buf_4
syn_area_per_cell_um2 = 8.99
top_area_frac = 0.305
synth_area_um2 = 1970
netlist_instances = 219

[drt]
via_per_inst = 5.25
antennaDiodeCount = 0
dr.pass1.iters = 4
drt_iter0_drc = 91
drtAntennaViolNets = 0
drt-total-wl_mm = 4.41
drc = 0
post_drt_wl_per_cell_um = 13.2
vias = 1755

[worst_hold_path]
hold_path_depth = 7
min_to = dataOut[0]
hold_path_class = primary input to output port
holdCritStartpoint = dataB[0]

[job]
warnings = 40
maxCapViolCount = 0

[pwr]
power.leakage_nw = 1.11
power_density_nw_per_um2 = 48.2
worst_ir_drop_vdd_mv = 0.0324

[outcome]
violations = negative setup slack
outcome = finished with violations
-- cell families after synthesis --
group	after synthesis	synth area share
AOI/OAI and AO/OA	47	0.182
xor gates and xnor gates	33	0.147
buffers and inverters	56	0.186
adders and majority gates	49	0.414
muxes	1	0.00572
and+or+nand+nor	33	0.0655
-- layout by cell type (no fill, tap or decap) --
| cell type | netlist | final |
|---|---|---|
| o32ai_2 | 0 | 1 |
| nand2_2 | 0 | 1 |
| nand2_1 | 17 | 16 |
| buf_6 | 3 | 2 |
| mux2_4 | 0 | 1 |
| clkbuf_2 | 0 | 1 |
| nor2_2 | 1 | 1 |
| a21oi_1 | 14 | 14 |
| buf_2 | 11 | 9 |
| xnor2_1 | 5 | 3 |
| o31ai_1 | 2 | 1 |
| a22o_1 | 15 | 15 |
| o32ai_1 | 14 | 13 |
| maj3_1 | 2 | 2 |
| ha_1 | 2 | 2 |
| nor2_1 | 14 | 14 |
| or2_0 | 1 | 1 |
| dlygate4sd2_1 | 0 | 4 |
| a31o_1 | 1 | 1 |
| xnor2_2 | 0 | 2 |
| buf_4 | 32 | 15 |
| maj3_2 | 15 | 15 |
| a32o_1 | 1 | 1 |
| clkdlybuf4s15_1 | 0 | 3 |
| inv_1 | 7 | 4 |
| o31ai_2 | 0 | 1 |
| fa_2 | 0 | 30 |
| xor2_1 | 28 | 28 |
| clkdlybuf4s50_1 | 0 | 81 |
| inv_2 | 1 | 4 |
-- worst max-delay path, delay by kind of cell --
family | cells | cell delay [ns]
multiplexers | 1 | 0.30
adder cells (fa/ha/maj) | 30 | 10.99
buffers and inverters | 6 | 0.51
AND-OR/OR-AND | 1 | 0.16
XOR/XNOR | 2 | 0.23
-- metal layers --
metal | wire length (µm) | up-vias
li1 | - | 853
met1 | 2090 | 839
met2 | 2050 | 63
met3 | 274 | 0
met4 | 0 | 0
met5 | 0 | -
-- how the worst max path moves through the flow --
stage,startpoint,to,slack [ns],cells after the start
global route,dataB[0],dataOut[0],-5.15,40
finish,dataB[0],dataOut[0],-4.78,40
CTS,dataB[0],dataOut[0],-4.83,40
-- per-stage QoR --
stage                     total power, mW  utilization  hold slack, ns  cells
after CTS                           0.139        0.768            5.64    334
after floorplan                    0.0908            -            5.21    219
after detailed placement            0.141        0.774            6.00    333
after global placement              0.139        0.774            6.00    333
final                               0.138        0.770            5.63    334
after global routing                0.157        0.770            5.69    334
-- cell type report --
class	count	area, µm²	area share
multi-input combinational	163	1710	0.598
timing repair buffer	115	1060	0.371
tap	48	60.1	0.0210
inverter	8	30.0	0.0105
-- report_power, final --
group	internal [mW]	total, mW	leakage (nW)	switching (mW)
registers	0	0	0	0
clock network	0	0	0	0
logic	0.0829	0.138	1.11	0.0550
total	0.0829	0.138	1.11	0.0550
-- repair_timing --
action                                  4_1_cts  5_1_grt
hold buffers                                  0        0
pin swaps                                    33        0
resized                                      49        4
endpoints found under the setup margin       17       16
buffers inserted                              1        0
Power is estimated from default activity; no workload was simulated.
